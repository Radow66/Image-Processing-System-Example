<file path="flow/design.v">
`timescale 1ns / 1ps
module conv(
    input enable,
    input [11:0] pixel1,
    input [11:0] pixel2,
    input [11:0] pixel3,
    input [11:0] kernel1,
    input [11:0] kernel2,
    input [11:0] kernel3,
    output reg [3:0] pixel_out
);
    reg signed [4:0] px1, px2, px3, px4, px5, px6, px7, px8, px9;
    reg signed [3:0] kr1, kr2, kr3, kr4, kr5, kr6, kr7, kr8, kr9;
    reg signed [12:0] res;
    always @(*) begin
    px1 = $signed({0,pixel1[11:8]});
    px2 = $signed({0,pixel1[7:4]});
    px3 = $signed({0,pixel1[3:0]});
    px4 = $signed({0,pixel2[11:8]});
    px5 = $signed({0,pixel2[7:4]});
    px6 = $signed({0,pixel2[3:0]});
    px7 = $signed({0,pixel3[11:8]});
    px8 = $signed({0,pixel3[7:4]});
    px9 = $signed({0,pixel3[3:0]});
    kr1 = $signed(kernel1[11:8]);
    kr2 = $signed(kernel1[7:4]);
    kr3 = $signed(kernel1[3:0]);
    kr4 = $signed(kernel2[11:8]);
    kr5 = $signed(kernel2[7:4]);
    kr6 = $signed(kernel2[3:0]);
    kr7 = $signed(kernel3[11:8]);
    kr8 = $signed(kernel3[7:4]);
    kr9 = $signed(kernel3[3:0]);
end
    always @(*) begin
        if (enable) begin
            res = -(((px1 * kr1) + (px2 * kr2) + (px3 * kr3) + (px4 * kr4) + (px5 * kr5) + (px6 * kr6) + (px7 * kr7) + (px8 * kr8) + (px9 * kr9)));
            if (res > 15) 
                pixel_out = 15;
            else if (res < 0) 
                pixel_out = 0;
            else 
                pixel_out = res[3:0];  
        end else begin
            pixel_out = 0;
        end
    end
endmodule
</file>
<file path="flow/run.sh">
#!/bin/bash
# OpenROAD 26Q1-2900-gdf79404cd8, Yosys 0.63+post, stock flow scripts
make -C /OpenROAD-flow-scripts/flow DESIGN_CONFIG=/design/flow/config.mk WORK_HOME=/design/flow/orfs finish
</file>
<file path="flow/config.mk">
export PLATFORM = sky130hd
export DESIGN_NAME = conv
export DESIGN_NICKNAME = conv
export VERILOG_FILES = /design/flow/design.v
export SDC_FILE = /design/flow/constraint.sdc
export NUM_CORES = 4
export LEC_CHECK = 1
export CORE_UTILIZATION = 50
</file>
<file path="flow/constraint.sdc">
current_design conv

set clk_period 13.5
set clk_io_pct 0.2

create_clock -name clk0 -period $clk_period

set non_clock_inputs [all_inputs -no_clocks]
set_input_delay [expr $clk_period * $clk_io_pct] -clock clk0 $non_clock_inputs
set_output_delay [expr $clk_period * $clk_io_pct] -clock clk0 [all_outputs]
</file>
==> notes.md <==
fresh numbers from the pnr run: worst hold path class primary input to output pin, post-route minimum period 13000 ps, DR iter-0 viols 102, # diodes 0, Slew @ Worst Pin 331.4 ps, standard-cell rows 41, DRC 0, vias in the first global route 4693, ys cells 696, core area 12720 sq um, largest net degree at the start of global routing 10, Core Util at FP 51.81%, Sum Neg Setup Slack 0 ps, I/O pin count 77, relative slew slack 77.77%, final wirelength 12.95 mm, post-synth top area cell fa_1, YS warnings 1, hold_sp enable, P&R area growth vs syn 15.02%, seq_cells 0, storage element area 0 sq um, post-synthesis sequential area ratio 0%, Tool Warnings 36, detailed-route via count 4373, first-pass GRT wire length 21.87 mm, Startpoint Class primary input, CP startpoint kernel3[4], Die Height 116.8 um, RePlAce Congestion 0.9231, share of layout cells above drive strength 1 0.6468%, ANT nets after route 0, Critical Path AT 10300 ps, final hold viol count 0, Finish-stage setup viols 0, Die X 116.8 um, Remaining Overflow, GRT 0, status completed, Yosys chip area 6591 sq um, initial antenna violation count 0, Fmax 76.94 MHz, Post-synth top cells inv_1, fa_1, ha_1, and2_1, nand2_1, Synth top cell by count inv_1, Cell Area, Synth 6591 sq um, DPL Wire Length 12.66 mm, Post-Place Setup Slack 348.9 ps, Max FO, Critical Path 5, CP Capture Type output pin, router iterations before antenna repair 4, Gate Count Post-Synth 696, hold_buf cts 0, Top-area cell share 47.68%, synth unique cells 32, Final Util 59.59%, fin cells 945, max-slew violation count 0, WL/cell 13.70 um, Post-CTS Setup Inserts 0, unrepaired setup endpoints after global routing no, worst setup margin 502.8 ps, top cells by area fa_1, ha_1, inv_1, worst hold stages 4, chip area 13650 sq um, placed cells 945, syn avg cell area 9.470 sq um, CP required 10800 ps, cycle use final 96.28%, GRT Overall Usage 22.78%, input/output buffers 77, # clk buffers 0, Vias/cell 4.628, Setup CP Type primary input to output pin, # Max-Cap Violations 0
layout make-up:
type / count / area [sq um]
inverters: 215 / 807.0
repair buffers: 77 / 770.7
fillers: 1160 / 5141
well taps: 172 / 215.2
multi-input cells: 481 / 5788
metrics by stage:
step                area (sq um)  hold slack [ps]
finish                      7581             6527
global route                7581             6591
CTS                         7577             6554
detailed placement          7577             6551
global placement            7577             6565
floorplan                   6591             5620
worst paths after layout:
| kind | to | slack (ps) |
|---|---|---|
| worst max-delay path | pixel_out[1] | 500 |
| worst min-delay path | pixel_out[0] | 6530 |
timing repair:
| item | 4_1_cts | 5_1_grt |
|---|---|---|
| endpoints found under the hold margin | 0 | 0 |
| gates resized | 0 | 1 |
| setup endpoints to repair | 0 | 4 |
cells by family (layout without fill, tap and decap cells):
logic type	Yosys count	in the layout	synth area share, %
xor+xnor	12	12	1.595
simple gates	167	167	13.69
compound gates	30	30	3.037
mux	2	2	0.3037
buf+inv	215	292	12.24
fa+ha+maj	270	270	69.13
placed cells by master (no fill, tap or decap), types with 11 or more instances in the layout:
cell / instances
and2_1: 79
clkdlybuf4s50_1: 77
fa_1: 157
ha_1: 113
inv_1: 215
nand2_1: 35
nand2b_1: 17
nor2_1: 25
xnor2_1: 11
critical path: stages:
cell             delay [ps]
clkdlybuf4s50_1         470
and2_1                  210
fa_1                    440
fa_1                    540
inv_1                    50
fa_1                    540
inv_1                    80
fa_1                    510
fa_1                    520
inv_1                    50
fa_1                    550
fa_1                    430
fa_1                    510
fa_1                    410
ha_1                    350
nor2b_1                 170
o31ai_2                 300
a21oi_1                 170
or3_1                   390
a21boi_2                270
o21a_1                  170
clkdlybuf4s50_1         460
metal layers:
metal  vias up  wire (um)  track usage (%)
met1      2071       5953            37.32
met3         4        977            6.607
met5         -         65            3.333
met4         2         38           0.5907
met2       104       5916            34.20
li1       2192          -                -
