$ cat flow/config.mk
export PLATFORM = sky130hd
export DESIGN_NAME = vga_driver
export DESIGN_NICKNAME = vga_driver
export VERILOG_FILES = /design/flow/design.v
export SDC_FILE = /design/flow/constraint.sdc
export NUM_CORES = 4
export LEC_CHECK = 1
export CORE_AREA = 10 10 102 102
export DIE_AREA = 0 0 112 112
$ cat flow/constraint.sdc
current_design vga_driver

set clk_period 1.8
set clk_io_pct 0.2

create_clock -name clk0 -period $clk_period [get_ports {pixel_clk}]

set non_clock_inputs [all_inputs -no_clocks]
set_input_delay [expr $clk_period * $clk_io_pct] -clock clk0 $non_clock_inputs
set_output_delay [expr $clk_period * $clk_io_pct] -clock clk0 [all_outputs]
$ cat flow/design.v
`timescale 1ns / 1ps
module vga_driver #(
	parameter HPULSE  = 96,				 
	parameter HBP     = 48,				 
	parameter HACTIVE = 640,			 
	parameter HFP	  = 16,				 
	parameter H1      = HPULSE,		
	parameter H2      = HPULSE+HBP,
	parameter H3      = HPULSE+HBP+HACTIVE,
	parameter H4      = HPULSE+HBP+HACTIVE+HFP,
	parameter VPULSE  = 2,              
	parameter VBP     = 33,             
	parameter VACTIVE = 480,            
	parameter VFP     = 10,             
	parameter V1      = VPULSE,
	parameter V2      = VPULSE+VBP,
	parameter V3      = VPULSE+VBP+VACTIVE,
	parameter V4      = VPULSE+VBP+VACTIVE+VFP
)(
	input  	 pixel_clk,		  
	input  	 rst,
	output   VGA_HS,
	output   VGA_VS,
	output   data_en
);
	reg  [$clog2(H4)-1:0] hcnt;
	reg  [$clog2(V4)-1:0] vcnt;
	reg  Hsync;
	reg  Vsync;
	reg  Hact;
	reg  Vact;
	assign VGA_HS = Hsync;
	assign VGA_VS = Vsync;
	assign data_en = Hact&Vact;
	always @(posedge pixel_clk, posedge rst)
	begin
		if( rst )
		begin
			hcnt    <= 0;
			Hsync   <= 0;
			Hact    <= 0;
		end
		else 
		begin
			hcnt <= hcnt + 1;
			case( hcnt )
				H1: Hsync <= 1'b1;
				H2: Hact  <= 1'b1;
				H3: Hact  <= 1'b0;
				H4: begin 
				      Hsync <= 1'b0;		
				      hcnt  <= 0;
				    end
			   default: begin
			         Hsync <= Hsync;	
			         Hact  <= Hact;
			   end			
			endcase
		end
	end
	always @(negedge Hsync, posedge rst)
	begin
		if(rst)
		begin
			vcnt    <= 0;
			Vsync   <= 0;
			Vact    <= 0;		
		end
		else
		begin
			vcnt <= vcnt + 1;
			case( vcnt )
				V1: Vsync   <= 1'b1;
				V2: Vact    <= 1'b1;
				V3: Vact    <= 1'b0;
				V4: begin 
				      Vsync <= 1'b0;		
				      vcnt  <= 0;
				    end
			   default: begin
			         Vsync <= Vsync;	
			         Vact  <= Vact;
			   end		
			endcase						
		end
	end
endmodule
$ cat flow/run.sh
#!/bin/bash
# OpenROAD 26Q1-2900-gdf79404cd8, Yosys 0.63+post, stock flow scripts
make -C /OpenROAD-flow-scripts/flow DESIGN_CONFIG=/design/flow/config.mk WORK_HOME=/design/flow/orfs finish
==> node_exporter_impl.prom <==
# HELP chip_impl_metric Implementation results
# TYPE chip_impl_metric gauge
chip_impl_info{name="run_status",value="completed"} 1
chip_impl_metric{name="chip_area",unit="um^2"} 12500
chip_impl_metric{name="fin_hold_ws",unit="ns"} 0.443
chip_impl_metric{name="die_width",unit="um"} 112
chip_impl_metric{name="groute.usage.overall",unit=""} 0.0375
chip_impl_metric{name="final.setup.worst_slack",unit="ns"} 0.116
chip_impl_metric{name="netlist_instances",unit=""} 124
chip_impl_info{name="cell_at_the_root_of_the_clock_tree",value="clkbuf_8"} 1
chip_impl_metric{name="cts.htree.levels",unit=""} 1
chip_impl_metric{name="power_density",unit="nW/um^2"} 386
chip_impl_metric{name="swShare",unit=""} 0.193
chip_impl_metric{name="row_count",unit=""} 33
chip_impl_metric{name="areaGrowthSynthToFinish",unit="%"} 17.3
chip_impl_metric{name="placement.io_buffers",unit=""} 4
chip_impl_metric{name="drt_pre_antenna_iters",unit=""} 4
chip_impl_metric{name="detail_route.drc_violations",unit=""} 0
chip_impl_metric{name="ys_seq_elements",unit=""} 24
chip_impl_metric{name="clock.latency.late_pin",unit="ns"} 0.24
chip_impl_metric{name="power.net_switching",unit="uW"} 112
chip_impl_metric{name="pre_cts_ws",unit="ns"} 0.118
chip_impl_metric{name="total_count_of_max_transition_violations_in_the_final_report",unit=""} 0
chip_impl_metric{name="fin_cells",unit=""} 234
chip_impl_metric{name="die_height",unit="um"} 112
chip_impl_info{name="synthTopCellsByArea",value="dfrtn_1 (23%), dfrtp_1 (23%), xnor2_1 (6.2%)"} 1
chip_impl_metric{name="synth_cell_type_count",unit=""} 41
chip_impl_metric{name="syn_avg_cell_area",unit="um^2"} 10.3
chip_impl_metric{name="maximum_clock_rate",unit="MHz"} 594
chip_impl_metric{name="holdBufCountCts",unit=""} 0
chip_impl_metric{name="number_of_setup_violations_in_the_final_report",unit=""} 0
chip_impl_info{name="hold_path.class",value="input pin to async pin"} 1
chip_impl_metric{name="ports_placed_on_the_boundary",unit=""} 5
chip_impl_metric{name="placement.cell_area",unit="um^2"} 1450
chip_impl_metric{name="final_design_utilization",unit=""} 0.183
chip_impl_metric{name="globalplace.congestion",unit=""} 0.805
chip_impl_metric{name="global_route_wire_length_before_repair",unit="um"} 4200
chip_impl_info{name="critPathKind",value="flip-flop to flip-flop"} 1
chip_impl_metric{name="skew",unit="ns"} 0.00244
chip_impl_metric{name="yosys-stat-cells",unit=""} 124
chip_impl_metric{name="final-hold-violation-count",unit=""} 0
chip_impl_metric{name="leak_pwr",unit="nW"} 0.595
chip_impl_metric{name="first_global_vias",unit=""} 881
chip_impl_metric{name="timing.max_cap.violations",unit=""} 0
chip_impl_metric{name="comb_power_share",unit=""} 0.024
chip_impl_metric{name="register_pins_left_without_a_clock",unit=""} 12
chip_impl_metric{name="crit_required",unit="ns"} 1.91
chip_impl_metric{name="setup_total_negative_slack",unit="ns"} 0
chip_impl_metric{name="insertedDiodeCount",unit=""} 0
chip_impl_metric{name="worstPathArrival",unit="ns"} 1.79
chip_impl_metric{name="filler_cell_count",unit=""} 887
chip_impl_metric{name="route.final.wire_length",unit="um"} 2380
chip_impl_metric{name="fp_util",unit=""} 0.156
chip_impl_info{name="dominantRegCellSynth",value="dfrtp_1"} 1
chip_impl_metric{name="worst_pin_slew",unit="ns"} 0.490
chip_impl_metric{name="dp.cells",unit=""} 230
chip_impl_metric{name="final_layout_size_suffix_gt1_frac",unit=""} 0.109
chip_impl_metric{name="layout_worst_path_cycle_share",unit=""} 0.935
chip_impl_metric{name="global_route.overflow_total",unit=""} 0
chip_impl_info{name="yosys-top-cells-count",value="dfrtn_1 (12), dfrtp_1 (12), inv_1 (9), nor2_1 (9), xnor2_1 (9)"} 1
chip_impl_metric{name="critical_path_peak_fanout",unit=""} 7
chip_impl_info{name="grt_setup_unrepaired",value="no"} 1
chip_impl_metric{name="vias",unit=""} 918
chip_impl_metric{name="drt-vias-per-instance",unit=""} 3.92
chip_impl_metric{name="synth_async_sr_flop_share",unit=""} 1.00
chip_impl_metric{name="edf_count",unit=""} 0
chip_impl_info{name="worstSetupEndpointType",value="flip-flop"} 1
chip_impl_metric{name="chip_area_yosys",unit="um^2"} 1280
chip_impl_metric{name="p_int",unit="uW"} 467
chip_impl_metric{name="post-cts-setup-buffers",unit=""} 0
chip_impl_metric{name="clk_path_buf_depth",unit=""} 2
chip_impl_metric{name="finalPower",unit="uW"} 578
chip_impl_info{name="tritoncts",value="done"} 1
chip_impl_metric{name="timing.reg2reg.setup_slack",unit="ns"} 0.12
chip_impl_metric{name="worst_vdd_rail_ir_drop",unit="mV"} 0.202
chip_impl_metric{name="cts_resized",unit=""} 0
chip_impl_metric{name="detail_route.iter0.violations",unit=""} 50
chip_impl_metric{name="cts_buffers",unit=""} 3
chip_impl_metric{name="p_clk_frac",unit=""} 0.509
chip_impl_metric{name="clock_pin_transition_on_the_worst_setup_and_hold_timing_paths",unit="ns"} 0.05
chip_impl_metric{name="seq_power_share",unit=""} 0.467
chip_impl_metric{name="ant_nets",unit=""} 0
chip_impl_metric{name="synth_warn",unit=""} 1
chip_impl_metric{name="maxSlewHeadroom",unit=""} 0.673
chip_impl_metric{name="fin_crit",unit="ns"} 1.68
chip_impl_metric{name="synth_seq_share",unit=""} 0.470
chip_impl_metric{name="core_region_area",unit="um^2"} 8220
chip_impl_info{name="critical_path.startpoint_type",value="flip-flop"} 1
chip_impl_metric{name="number_of_unconstrained_endpoints",unit=""} 13
chip_impl_metric{name="synth_area",unit="um^2"} 1280
chip_impl_metric{name="largest_net_degree_at_the_start_of_global_routing",unit=""} 14
chip_impl_metric{name="dp_hpwl",unit="um"} 1750
chip_impl_metric{name="log.warning_count",unit=""} 28
chip_impl_metric{name="routed_wire_length_per_instance",unit="um"} 10.2
chip_impl_metric{name="grt_antenna_before_repair",unit=""} 0
chip_impl_metric{name="synth.top_cell.area_share",unit=""} 0.235
chip_impl_info{name="yosysTopAreaCell",value="dfrtn_1"} 1
chip_impl_metric{name="stdcell_area",unit="um^2"} 1500
-- state kept, by name, summed over array words and instances (netlist names) --
register  flops
vcnt         10
Hsync         1
hcnt         10
Vact          1
Hact          1
Vsync         1
-- logic make-up after synthesis --
family / synth area share
AND/OR/NAND/NOR: 0.242
AND-OR/OR-AND: 0.121
flip-flops: 0.470
buffers and inverters: 0.0421
XOR/XNOR: 0.0685
adder cells (fa/ha/maj): 0.0489
multiplexers: 0.00783
-- per-layer routing --
layer  part of all wire  GRT usage  up-vias
met2               0.43     0.0563       12
met5                  0          0        -
met1               0.53     0.0554      450
met4             0.0084    0.00423        0
li1                   -          -      454
met3              0.034    0.00814        2
-- placed cells by master (no fill, tap or decap), types with 2 or more instances in the layout --
master and instances:
xnor2_1 9, ha_1 5, a31oi_1 2, inv_1 9, a21oi_1 6, dfrtn_1 12, nor2_1 9, nand2_1 6
nand4_1 5, clkbuf_8 4, nand4b_1 3, buf_4 2, clkdlybuf4s50_1 4, a41oi_1 4, nand3_1 5, o21ai_0 6
dfrtp_1 12, and2_1 2, or4_4 2
-- worst paths after layout --
| path | startpoint | endpoint | depth (start not counted) |
|---|---|---|---|
| worst max-delay path | hcnt[0] | Hsync | 5 |
| max in group asynchronous | rst | hcnt[6] | 2 |
| worst min register to register | hcnt[0] | hcnt[0] | 1 |
| worst max register to register | hcnt[0] | Hsync | 5 |
| worst min-delay path | rst | hcnt[4] | 2 |
| min in group clk0 | hcnt[0] | hcnt[0] | 1 |
-- critical path, cell delays in order (launching register included) --
cell     delay, ns
dfrtp_1       0.41
inv_1         0.07
ha_1          0.14
or3b_4        0.39
nor4_4        0.43
nor2_1        0.10
-- power groups by stage --
stage	Clock (mW)	Combinational [mW]	Sequential, mW
after global routing	0.314	0.0169	0.270
final	0.294	0.0140	0.270
after CTS	0.301	0.0152	0.270
-- final cells by class --
cell class	instances	area [um^2]	area share
Tap cell	105	131	0.0876
Sequential cell	24	601	0.400
Inverter	9	33.8	0.0225
Timing Repair Buffer	6	55.1	0.0367
Multi-Input combinational cell	86	624	0.416
Clock buffer	4	55.1	0.0367
Power figures rest on the tool's default switching activity, not on a simulated workload.
