===== flow/config.mk =====
export PLATFORM = sky130hd
export DESIGN_NAME = controller
export DESIGN_NICKNAME = controller
export VERILOG_FILES = /design/flow/design.v
export SDC_FILE = /design/flow/constraint.sdc
export NUM_CORES = 4
export LEC_CHECK = 1
export CORE_UTILIZATION = 30

===== flow/constraint.sdc =====
current_design controller

set clk_period 274.4
set clk_io_pct 0.2

create_clock -name clk0 -period $clk_period [get_ports {pixel_clk}]

set non_clock_inputs [all_inputs -no_clocks]
set_input_delay [expr $clk_period * $clk_io_pct] -clock clk0 $non_clock_inputs
set_output_delay [expr $clk_period * $clk_io_pct] -clock clk0 [all_outputs]

===== flow/design.v =====
`timescale 1ns / 1ps
module controller(
    input pixel_clk,rst,enable,
    input [11:0] data_in,
    output reg [16:0] address,
    output reg [11:0] kernel1,
    output reg [11:0] kernel2,
    output reg [11:0] kernel3,
    output reg [11:0] pixel1,
    output reg [11:0] pixel2,
    output reg [11:0] pixel3,
    output reg done 
);
reg signed [3:0] buffer1[641:0] ;
reg signed [3:0] buffer2[641:0] ;
reg signed [11:0] data_prev;
reg [9:0] index;  
reg [16:0] addr;  
reg w_for_en;
localparam idle = 10'b000000000 ;        
localparam firstLine1 = 10'b000000001;  
localparam firstLine2 = 10'b000000010;  
localparam firstLine3 = 10'b000000100;   
localparam SecondLine1 = 10'b000001000;   
localparam SecondLine2 = 10'b000010000;  
localparam SecondLine3 = 10'b000100000;  
localparam st1 = 10'b001000000;  
localparam st2 = 10'b010000000;  
localparam st3 = 10'b100000000;     
reg [9:0] state;
    always @(posedge pixel_clk or posedge rst) begin
        if (rst) begin
            done <= 0;
            state <= idle;
            addr <= 0;  
            pixel1 <= 0;
            pixel2 <= 0;
            pixel3 <= 0;
            index <= 0;
            addr <= 0;
            data_prev <= 0;
        end else begin
         case(state)
            idle: begin
                done <= 0;
                pixel1 <= 0;
                pixel2 <= 0;
                pixel3 <= 0;
                index <= 0;
                addr <= 0;
                data_prev <= 0;
                state <= firstLine1;
            end
            firstLine1: begin
                pixel1 <= 0;
                pixel2 <= 0;
                pixel3 <= 0;
                buffer1[index]  <= data_in[11:8];
                index <= index + 1;
                state <= firstLine2;
            end
            firstLine2: begin
                pixel1 <= 0;
                pixel2 <= 0;
                pixel3 <= 0;
                addr <= addr + 1;
                index <= index + 1;
                buffer1[index]  <= data_in[7:4];
                state <= firstLine3;
            end
            firstLine3: begin
                pixel1 <= 0;
                pixel2 <= 0;
                pixel3 <= 0;
                buffer1[index]  <= data_in[3:0];
                if(index == 641) begin
                    index <= 0;
                    state <=SecondLine1;
                end else begin
                    index <= index + 1;
                    state <=firstLine1;
                end
            end
            SecondLine1: begin
                pixel1 <= 0;
                pixel2 <= 0;
                pixel3 <= 0;
                buffer2[index]  <= data_in[11:8];
                index <= index + 1;
                state <= SecondLine2;
            end
            SecondLine2: begin
                pixel1 <= 0;
                pixel2 <= 0;
                pixel3 <= 0;
                addr <= addr + 1;
                index <= index + 1;
                buffer2[index]  <= data_in[7:4];
                state <= SecondLine3;
                w_for_en <= 0;
            end
            SecondLine3: begin
                pixel1 <= 0;
                pixel2 <= 0;
                pixel3 <= 0;
                if(index == 641 && enable ) begin
                    buffer2[index]  <= data_in[3:0];
                    index <= 0;
                    state<=st1;
                    w_for_en <= 0;
                end else if(index == 641 && w_for_en) begin
                    state<=SecondLine3;
                    w_for_en <= 1;
                end else if(index == 641 && !enable) begin
                    buffer2[index]  <= data_in[3:0];
                    w_for_en <= 1;
                    state<=SecondLine3;
                end else begin
                    buffer2[index]  <= data_in[3:0];
                    index <= index + 1;
                    state <=SecondLine1;
                    w_for_en <= 0;
                end
            end
            st1: begin
                if (addr == 103148) begin  
                        done<=1;
                        state <= idle;
                        addr <= 0;
                end else if (enable) begin
                    buffer1[index]<=buffer2[index];
                    buffer2[index]<=data_in[11:8];
                    pixel1 <= {buffer1[index],buffer1[index+1],buffer1[index+2]};
                    pixel2 <= {buffer2[index],buffer2[index+1],buffer2[index+2]};
                    pixel3 <= data_in;
                    if(index == 639) begin
                        index <= 0;
                        state <= st1;  
                    end else begin
                        buffer1[index]<=buffer2[index];
                        buffer2[index]<=data_in[11:8];
                        index <= index + 1;
                        state <= st2;
                        data_prev <= data_in; 
                    end
                end else
                    state <= st1;
            end
            st2: begin
                buffer1[index]<=buffer2[index];
                buffer2[index]<=data_prev[7:4];
                pixel1 <= {buffer1[index],buffer1[index+1],buffer1[index+2]};
                pixel2 <= {buffer2[index],buffer2[index+1],buffer2[index+2]};
                pixel3 <= {data_prev[11:4],data_in[3:0]};
                index <= index + 1; 
                addr <= addr + 1;
                state <= st3;
            end
            st3: begin
                buffer1[index]<=buffer2[index];
                buffer2[index]<=data_prev[3:0];
                index <= index + 1;
                pixel1 <= {buffer1[index],buffer1[index+1],buffer1[index+2]};
                pixel2 <= {buffer2[index],buffer2[index+1],buffer2[index+2]};
                pixel3 <= {data_prev[11:8],data_in[7:0]};
                if(index == 638) begin  
                    addr <= addr + 1;  
                end
                state <= st1;
            end
            default: begin
                state <= idle;
            end
         endcase
        end
    end
    always @(*) begin
        address = addr;
        kernel1 = 12'b000100010001;
        kernel2 = 12'b000110000001;
        kernel3 = 12'b000100010001;
    end
endmodule

===== flow/run.sh =====
#!/bin/bash
# OpenROAD 26Q1-2900-gdf79404cd8, Yosys 0.63+post, stock flow scripts
make -C /OpenROAD-flow-scripts/flow DESIGN_CONFIG=/design/flow/config.mk WORK_HOME=/design/flow/orfs finish

==> impl_metrics.ini <==
; flow metrics
[global_route]
grt_overflow = 510000
grt_usage = 1.53
grt_pass1_wl_mm = 10900
grt_pass1_vias = 612000
grt_max_degree = 173

[synthesis]
ys_types = 97
synth_warnings = 3
ys_async_sr_fraction = 0.0165
ys_area_um2 = 372000
synth-edff-count = 5137
synth_flops = 5223
flop_cell = edfxtp_1
syn_inst = 42200
ys_seq_share = 0.420
avgSynthCellArea_um2 = 8.81
netlist_area_um2 = 372000
ys_cells = 42200

[clocking]
htree_levels = 6
cts_buffers = 656
holdBufCountCts = 0
postCtsResizedCells = 0
cts_root_buffer = clkbuf_16
post-cts-setup-buffer-count = 0
clock_path_buffers = 5
cts.sink_count = 5223

[floorplan]
initial_utilization = 0.301
die-height_mm = 1.12
pin_count = 105
dieWidth_mm = 1.12
num_rows = 408

[placement]
hpwl_mm = 7780
place_worst_setup_slack_ns = 213.70
gp_congestion = 2.57
io_buffers = 68

[status]
lastStage = 5_1_grt
firstError = [ERROR GRT-0116] Global routing finished with congestion. Check the congestion regions in the DRC Viewer.
status = did not finish
==> kinds of logic after synthesis <==
kind of cell             after synthesis  synth area share
buffers and inverters               4745            0.0504
XOR/XNOR                              27          0.000676
AND/OR/NAND/NOR                    11500             0.142
other                                  2         0.0000202
flip-flops                          5223             0.420
AND-OR/OR-AND                      18100             0.315
adder cells (fa/ha/maj)                9          0.000296
multiplexers                        2653            0.0715
==> per-layer routing <==
layer,overflow,track usage
met4,26500,1.12
met3,52100,1.17
met5,3918,1.01
met1,213000,1.76
met2,215000,1.81
==> Yosys cell counts (all sizes together), types with 922 or more instances <==
master	number	share of area
nor3	1088	0.015
mux2i	2629	0.071
nand3	1208	0.016
buf	1333	0.016
edfxtp	5137	0.41
a22o	981	0.023
a21oi	3938	0.053
nor2	2680	0.027
o21ai	5674	0.076
a22oi	3420	0.069
a32oi	922	0.022
clkbuf	3382	0.034
nand2	3961	0.040
==> per-stage QoR <==
stage / total power [mW] / instances / area (um^2)
CTS: 3.84 / 67000 / 497000
floorplan: 1.57 / 42300 / 372000
detailed placement: 2.96 / 65900 / 476000
global placement: 2.96 / 65800 / 476000
Power is estimated from default activity; no workload was simulated.
